==> design/flow/run.sh <==
#!/bin/bash
# OpenROAD 26Q1-2900-gdf79404cd8, Yosys 0.63+post, stock flow scripts
make -C /OpenROAD-flow-scripts/flow DESIGN_CONFIG=/design/flow/config.mk WORK_HOME=/design/flow/orfs finish
==> design/flow/config.mk <==
export PLATFORM = sky130hd
export DESIGN_NAME = clock_divider
export DESIGN_NICKNAME = clock_divider
export VERILOG_FILES = /design/flow/design.v
export SDC_FILE = /design/flow/constraint.sdc
export NUM_CORES = 4
export LEC_CHECK = 1
export CORE_AREA = 10 10 91 91
export DIE_AREA = 0 0 101 101
==> design/flow/constraint.sdc <==
current_design clock_divider

set clk_period 7.2
set clk_io_pct 0.2

create_clock -name clk0 -period $clk_period [get_ports {clock}]

set non_clock_inputs [all_inputs -no_clocks]
set_input_delay [expr $clk_period * $clk_io_pct] -clock clk0 $non_clock_inputs
set_output_delay [expr $clk_period * $clk_io_pct] -clock clk0 [all_outputs]
==> design/flow/design.v <==
module DE1_SoC (CLOCK_50, HEX0, HEX1, HEX2, HEX3, HEX4, HEX5, KEY, LEDR, SW, VGA_HS, VGA_VS, VGA_R, VGA_B, VGA_G, VGA_CLK, VGA_BLANK_N, VGA_SYNC_N);
	input CLOCK_50;
	wire [31:0] clk;
	parameter whichClock = 15;
	clock_divider cdiv (CLOCK_50, clk);
	output VGA_HS, VGA_VS, VGA_CLK, VGA_BLANK_N,VGA_SYNC_N;
	output [7:0] VGA_R, VGA_B, VGA_G;
	output [6:0] HEX0, HEX1, HEX2, HEX3, HEX4, HEX5;
	output reg [9:0] LEDR;
	input [3:0] KEY;
	input [9:0] SW;
	assign HEX2 = 7'b1111111;
	assign HEX3 = 7'b1111111;
	assign LEDR[0] = SW[0];
	pong dosome (.clk(clk[0]), .reset(SW[9]), .VGA_HS, .VGA_VS, .VGA_R, .VGA_G(VGA_G), .VGA_B(VGA_B), .KEY, .SW(SW[8:0]), .HEX5, .HEX4, .HEX1, .HEX0, .VGA_BLANK_N, .VGA_SYNC_N, .VGA_CLK);
endmodule
module clock_divider (clock, divided_clocks);
	input clock;
	output [31:0] divided_clocks;
	reg [31:0] divided_clocks;
	initial
		divided_clocks = 0;
	always @(posedge clock)
		divided_clocks = divided_clocks + 1;
endmodule
==> impl_metrics.toml <==
# synthesis and place-and-route metrics
[synth]
yosys.cell_types.count = 24
ys_area_um2 = 1320
synthArstFlopShare = 0
ys_seq_share = 0.486
edf_count = 0
synth_area_um2 = 1320
largest_area_cell = "dfxtp_1"
synth_flops = 32
flop_cell = "dfxtp_1"
top_cell = "dfxtp_1"
synth_cells = 127
syn_avg_cell_area_um2 = 10.4
yosys_warnings = 1
area_leaders = "dfxtp_1 (49%), xor2_1 (13%), xnor2_1 (6.6%)"
yosys_cells = 127
netlist.area_leader.share = 0.486
ys_top_cells_by_count = "dfxtp_1 (32), xor2_1 (20), nand3_1 (10), xnor2_1 (10), nand2_1 (9)"

[placed_design]
placed_area_um2 = 1710
dp_hpwl_um = 2100
io_buffers = 32
gp_congestion = 0.770
dpl_worst_slack_ns = 4.84
place_inst = 232

[clock_network]
cts_sinks = 32
hold_buffers = 0
htreeDepth = 2
numCtsBuffers = 5
clkTransAtPathRegs_ns = 0.07
root_buffer = "clkbuf_8"
post_cts.repair.setup_buffers = 0
clk_path_buf_depth = 2
cts_resized = 0
cts_tree = "yes"
clk_latency_ns = 0.28

[drt]
antenna_cells = 0
drt_iter0_markers = 15
drcViolationCount = 0
dr.pass1.iters = 4
vias_per_cell = 4.08
ant_nets = 0
num_vias = 978
drt_wl_total_um = 2860
wl_per_cell_um = 11.9

[floorplan]
io_pins = 33
die_w_um = 101
dieArea_um2 = 10200
die_h_um = 101
core_util_floorplan = 0.208
num_rows = 29
core_area_um2 = 6350

[global_route]
grt_max_degree = 12
grt_overflow = 0
grt_antenna_before_repair = 0
grt_pass1_vias = 954
grtUsageTotal = 0.0580
grt_pass1_wl_um = 4830

[worst_hold_path]
hold_class = "reg -> reg"
hp-start = "divided_clocks[0]"
holdPathStages = 1
hold_path_end = "divided_clocks[0]"

[worst_setup_path]
slowest_stage = "clkdlybuf4s50_1"
cp-end-kind = "primary output"
crit_type = "reg -> out"
arrival_ns = 1.22
cp_top_family = "buffers and inverters"
required_ns = 5.76
crit_path_max_fanout = 6
critPathBufInv = 1
crit_path_start_kind = "register"
rrSetupSlack_ns = 5.33
timing.rr.start = "divided_clocks[0]"
cp.depth = 1
crit_chain = "clkdlybuf4s50_1"
rr_worst_depth = 5
worst_path_largest_cell_delay_ns = 0.51
rr_endpoint = "divided_clocks[28]"

[final_timing]
timing.setup.tns_ns = 0
rsz0062_at_grt = "false"
drv_slew = 0
final-hold-violation-count = 0
fin_ws_ns = 4.54
worst_slew_pin_slew_ns = 0.593
period_minus_slack_ns = 2.66
relSlewSlack = 0.604
hold-worst-slack_ns = 0.441
fmax_mhz = 376
setup_violations = 0
finClkSkew_ns = 0.00738
period_used_share = 0.369

[final_layout]
fillers = 636
combGateArea_um2 = 634
register_area_um2 = 641
fin_cells = 240
layout-drive-gt1-share = 0.104
largest_register_ff_count = 32
syn_to_final_growth_pct = 37.9
final_area_um2 = 1820

[power]
powerDensity_nw_per_um2 = 190
leakagePower_nw = 0.714
peakVddDrop_mv = 0.106

[run]
cap_violations = 0
tool_warnings = 25

[run_status]
status = "finished, final reports clean"
## power breakdown
part           internal, mW   total (mW)  switching, mW
Clock                 0.103        0.168         0.0654
Combinational             0  0.000000401              0
Sequential            0.177        0.177              0
Total                 0.280        0.345         0.0654
## per-stage QoR
| step | total power [mW] | util |
|---|---|---|
| after floorplan | 0.181 | - |
| after global placement | 0.181 | 0.269 |
| after detailed placement | 0.181 | 0.269 |
| after CTS | 0.354 | 0.286 |
| after global routing | 0.364 | 0.286 |
| final | 0.345 | 0.286 |
## cells by family after synthesis
family,count (synthesis),share of synthesized area
simple gates,55,0.272
buf+inv,9,0.0332
flops,32,0.486
xor+xnor,30,0.199
fa+ha+maj,1,0.00949
## cell type report
class,instances,area share
flip-flops and latches,32,0.352
multi-input cells,86,0.349
clock buffers,6,0.0399
clock inverters,2,0.0193
well taps,77,0.0530
repair buffers,32,0.176
inverters,5,0.0103
## worst max-delay path by stage
stage,start,end
4_1_cts,divided_clocks[26],divided_clocks[26]
5_1_grt,divided_clocks[2],divided_clocks[2]
6_report,divided_clocks[2],divided_clocks[2]
## worst register-to-register path: stages, from the launching register on
cell and delay [ns]:
dfxtp_1 0.41, ha_1 0.27, nand3_1 0.11, or3_1 0.53, nor4_1 0.31, xor2_1 0.16
## layer usage
layer  global-route usage  share of wire  vias to the layer above
li1                     -              -                      505
met4              0.00857          0.012                        0
met2               0.0885           0.44                       27
met3               0.0374           0.13                        4
met1               0.0688           0.42                      442
met5                    0              0                        -
## layout by cell type, fill, tap and decap left out, types with 2 or more instances in the layout
cell              n
nand3_1          10
xnor2_1          10
and4_1            4
clkdlybuf4s50_1  32
nand3_2           2
nor4_1            4
inv_1             5
nor4_2            5
clkbuf_8          5
xor2_1           20
dfxtp_1          32
nand4_1           3
nor2_1            6
nor3_1            4
and3_1            2
nand2_1           9
No activity file was given, so power comes from the tool's default toggle rates.
